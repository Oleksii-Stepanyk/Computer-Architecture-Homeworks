### /design/flow/config.mk
export PLATFORM = sky130hd
export DESIGN_NAME = ALU
export DESIGN_NICKNAME = ALU
export VERILOG_FILES = /design/flow/design.v
export SDC_FILE = /design/flow/constraint.sdc
export NUM_CORES = 4
export LEC_CHECK = 1
export CORE_UTILIZATION = 50
### /design/flow/constraint.sdc
current_design ALU

set clk_period 20.0
set clk_io_pct 0.2

create_clock -name clk0 -period $clk_period

set non_clock_inputs [all_inputs -no_clocks]
set_input_delay [expr $clk_period * $clk_io_pct] -clock clk0 $non_clock_inputs
set_output_delay [expr $clk_period * $clk_io_pct] -clock clk0 [all_outputs]
### /design/flow/design.v
module ALU (
	input logic [31:0] SrcA,
	input logic [31:0] SrcB,
	input logic [2:0] ALUControl,
	output logic [31:0] ALUResult,
	output logic Zero
);
	logic [31:0] bMux;
	logic cout;
	logic cin;
	logic [32:0] tempSum;
	logic [31:0] sum_diff;
	logic a_sum_Xor;
	logic a_b_cin_Xnor;
	logic sltOverflow;
	logic slt;
	logic [31:0] sltResult;
	assign cin = ALUControl[0];
	assign bMux = (cin) ? ~SrcB : SrcB;
	assign tempSum = {1'b0, SrcA} + {1'b0, bMux} + cin;
	assign cout = tempSum[32];
	assign sum_diff = tempSum[31:0];
	assign a_sum_Xor = SrcA[31] ^ sum_diff[31];
	assign a_b_cin_Xnor = ~(SrcA[31] ^ SrcB[31] ^ cin);
	assign sltOverflow = a_b_cin_Xnor & a_sum_Xor;
	assign slt = sltOverflow ^ sum_diff[31];
	assign sltResult = {31'd0, slt };
	always_comb begin
		case (ALUControl)
			3'b000: ALUResult = sum_diff;
			3'b001: ALUResult = sum_diff;
			3'b010: ALUResult = SrcA & SrcB;
			3'b011: ALUResult = SrcA | SrcB;
			3'b101: ALUResult = sltResult;
			default: ALUResult = 32'b0;
		endcase
	end
	assign Zero = ~|ALUResult;
endmodule
### /design/flow/run.sh
#!/bin/bash
# OpenROAD 26Q1-2900-gdf79404cd8, Yosys 0.63+post, stock flow scripts
make -C /OpenROAD-flow-scripts/flow DESIGN_CONFIG=/design/flow/config.mk WORK_HOME=/design/flow/orfs finish
==> results.tsv <==
metric	value	unit
Critical Setup Path Class	in -> out	
flop count	0	
Initial DRC Count	170	
VDD IR-drop max	0.0260	mV
CP cell instances	buf_2 -> buf_4 -> mux2i_4 -> fa_1 -> nand2b_1 -> a2111oi_2 -> a2111oi_0 -> a2111oi_2 -> o211ai_1 -> or4_1 -> a211oi_1 -> nand4_1 -> or4b_1 -> nor4_2 -> clkdlybuf4s50_1	
Clock Power Share	0	%
most used cell, CP	a2111oi_2	
# placed instances	621	
Worst EP required	16000	ps
Final Cell Area	4160	sq um
placed cell areas	4160	sq um
Sw Ratio	52.1	%
Worst path max stage delay	570	ps
tally of OpenROAD warnings	37	
Final Critical Period	13030	ps
wire per inst	15.8	microns
register area	0	sq um
gr usage total	29.5	%
Mean Syn Cell Area	6.71	sq um
area leader, netlist	ha_1	
DRC viols	0	
Post-Syn Instances	470	
final hold vios	0	
Ant. Diodes	0	
port buffer count	100	
Hold Buf Count CTS	0	
Finish-stage setup viols	0	
Simple-Gate Area Share	23.0	%
Yosys top cell by instances	a21oi_1	
Fmax	0.0767	GHz
die height	81.4	microns
post_cts resized	0	
# Cells Yosys	470	
routed wire length	9830	microns
Multiplexer share	2.02	%
post-CTS setup buffers	0	
xor/xnor share	12.5	%
row count	28	
Die Area	6630	sq um
CP max stage cell	or4b_1	
Main logic family	AND-OR/OR-AND gates	
ANT nets after route	0	
share of the yosys chip area belonging to registers	0	%
outcome	complete, no violations	
grt ovf	0	
Worst Tran Pin Value	891	ps
Final Cycle Share	65.2	%
top cells by count, synth	50 x a21oi_1, 40 x nand2_1, 36 x xor2_1	
WP data arrival	9030	ps
switching pwr	81.8	uW
RSZ-0062 raised after global routing	false	
Ports	100	
yosys stat chip area	3150	sq um
GP Congestion	0.938	
Vias	3834	
max-capacitance violation count	0	
core area	5990	sq um
max-slew violation count	0	
yosys adder share	19.0	%
hpwl dp	8000	microns
largest net degree at the start of global routing	36	
Worst slew margin	40.4	%
Layout clock buffers	0	
Hold WS	9010	ps
ao+oa area frac	38.2	%
drt pass-1 iters	5	
synth warn	1	
Synth Cell Area	3150	sq um
vias in the first global route	3169	
Power Internal	75.2	uW
Non-Filler Instances	621	
P_leak	0.00167	uW
hold crit path type	in -> out	
power density over the cells	37.7	nW/um^2
ratio of cells with drive above 1 in the final layout	3.48	%
sequential power share	0	%
FP Util	52.6	%
Vias per Instance	6.17	
Cell Type Count	62	
first-pass GRT wire length	15100	microns
endpoint class of the critical path	output port	
startpoint types	input port	
Top cell area share	13.9	%
top cells, area	ha_1 14%, xor2_1 10%, a21oi_1 7.9%	
initial antenna violation count	0	
Die X	81.4	microns
setup TNS	0	ps
Area growth syn-to-layout	32.1	%
Gate power share	100.0	%
Critical Path Fanout Max	35	
==> routing by layer <==
metal | up-vias | share of wire, % | GRT usage (%)
met5 | - | 0 | 0
met4 | 0 | 1.2 | 2.68
met3 | 12 | 7.0 | 2.93
met2 | 141 | 45 | 48.3
met1 | 1735 | 47 | 43.1
li1 | 1946 | - | -
==> worst max-delay path: cells and delay by family <==
family | cells | cell delay, ps
buf+inv | 3 | 1560
fa+ha+maj | 1 | 400
compound gates | 5 | 1230
simple gates | 5 | 1660
mux | 1 | 160
==> layout make-up <==
| type | count | area, sq um |
|---|---|---|
| multi-input cells | 426 | 2980 |
| fillers | 472 | 1830 |
| repair buffers | 104 | 1030 |
| inverters | 16 | 60.1 |
| well taps | 75 | 93.8 |
==> cell usage in the layout, fill, tap and decap left out, drive strengths merged, types with 5 or more instances in the layout <==
cell type and instances:
xor2 36, a31oi 8, o21ai 33, nor2 27
maj3 14, inv 16, a21oi 50, nor3 12
a21o 14, xnor2 9, ha 35, o22ai 6
o21a 12, nand2b 6, nand3 18, clkdlybuf4s50 99
o211ai 9, buf 5, nand2 40, nand4 10
a211oi 5, a2111oi 5, o31ai 5, or2 5
and3 5
==> path summary, 6_finish.rpt <==
path	start	endpoint	depth (start not counted)
worst max-delay path	ALUControl[0]	Zero	15
worst min-delay path	ALUControl[0]	ALUResult[2]	4
==> power groups by stage <==
| stage | clock network (uW) | logic, uW | registers (uW) |
|---|---|---|---|
| CTS | 0 | 156 | 0 |
| finish | 0 | 157 | 0 |
| global route | 0 | 173 | 0 |
==> through the flow <==
step	setup slack [ps]	utilization, %	power (uW)
2_1_floorplan	7320	-	97.7
3_3_place_gp	7070	69.5	154
3_5_place_dp	6950	69.5	154
4_1_cts	6970	69.5	156
5_1_grt	6590	69.5	173
6_report	6970	69.5	157
==> cell families after synthesis <==
group / Yosys count
buf+inv: 44
mux: 5
xor+xnor: 45
simple gates: 145
compound gates: 181
fa+ha+maj: 50
Power and IR drop assume default switching activity.
