[design/flow/config.mk]
export PLATFORM = sky130hd
export DESIGN_NAME = double_display
export DESIGN_NICKNAME = double_display
export VERILOG_FILES = /design/flow/design.v
export SDC_FILE = /design/flow/constraint.sdc
export NUM_CORES = 4
export LEC_CHECK = 1
export CORE_UTILIZATION = 40
[design/flow/constraint.sdc]
current_design double_display

set clk_period 2.8
set clk_io_pct 0.2

create_clock -name clk0 -period $clk_period [get_ports {click}]

set non_clock_inputs [all_inputs -no_clocks]
set_input_delay [expr $clk_period * $clk_io_pct] -clock clk0 $non_clock_inputs
set_output_delay [expr $clk_period * $clk_io_pct] -clock clk0 [all_outputs]
[design/flow/design.v]
module sev_seg_dec(
input [3:0] enc_input,
output reg [7:0] dec_output
);
always @* begin
case(enc_input)
4'b0000:
dec_output = 8'b00000010;  
4'b0001:
dec_output = 8'b10011110;  
4'b0010:
dec_output = 8'b00100100;  
4'b0011:
dec_output = 8'b00001100;  
4'b0100:
dec_output = 8'b10011000;  
4'b0101:
dec_output = 8'b01001000;  
4'b0110:
dec_output = 8'b01000000;  
4'b0111:
dec_output = 8'b00011110;  
4'b1000:
dec_output = 8'b00000000;  
4'b1001:
dec_output = 8'b00001000;  
4'b1010:
dec_output = 8'b00010000;  
4'b1011:
dec_output = 8'b11000000;  
4'b1100:
dec_output = 8'b01100010;  
4'b1101:
dec_output = 8'b10000100;  
4'b1110:
dec_output = 8'b01100000;  
4'b1111:
dec_output = 8'b01110000;  
endcase
end
endmodule
module clk_div_50m_to_500hz(
	input clk,
	input reset,
	output reg out_500hz
	);
	reg [25:0] cnt;
	always @(posedge clk or posedge reset) begin
		if (reset) begin
			cnt <= 26'd0;
		end
		else begin
			cnt <= (cnt <= 26'd99_999) ? (cnt + 1) : 0;
			out_500hz <= (cnt == 100_000) ? ~out_500hz : out_500hz;
		end
	end
endmodule
module clk_div_50m_to_1hz(
	input clk,
	input reset,
	output reg out_1hz
	);
	reg [25:0] cnt;
	always @(posedge clk or posedge reset) begin
		if (reset) begin
			cnt <= 26'd0;
		end
		else begin
			cnt <= (cnt <= 26'd49_999_999) ? (cnt + 1) : 0;
			out_1hz <= (cnt == 50_000_000) ? ~out_1hz : out_1hz;
		end
	end
endmodule
module counter (
    input clk,
    input reset,
    input [6:0] const1,
    input [6:0] const2,
    output [3:0] display_out,
    output clr_out
);
    reg [6:0] cnt;
	always @(posedge clk or posedge reset) begin
		if (reset) begin
			cnt <= 7'd0;
		end 
		else begin
			if (cnt >= const2) begin
				cnt <= 7'd0;
			end
			else begin
				cnt <= cnt + const1;
			end
		end
	end
	assign display_out = (cnt[3:0] == const2) ? 7'd0 : cnt[3:0];
	assign clr_out = (cnt == const2); 
endmodule
module double_display (
	input click,
	input reset,
	output select_dp1,
	output select_dp2,
	output a_out,
	output b_out,
	output c_out,
	output d_out,
	output e_out,
	output f_out,
	output g_out,
	output dp_out
);
	reg [6:0] const_1 = 7'd1;
	reg [6:0] const_2 = 7'd9;
	wire [3:0] display_out1;
	wire [3:0] display_out2;
	wire [7:0] seg1_out;
	wire [7:0] seg2_out;
	wire [7:0] display_mux_out;
	wire clk_out;
	wire clk_1hz;
	wire clk_500hz;
	clk_div_50m_to_1hz clk_div_1hz_inst (
		.clk(click),
		.reset(reset),
		.out_1hz(clk_1hz)
	);
	counter counter1 (
		.clk(clk_1hz),
		.reset(reset),
		.const1(const_1),
		.const2(const_2),
		.display_out(display_out1),
		.clr_out(clk_out)
	);
	counter counter2 (
		.clk(clk_out),
		.reset(reset),
		.const1(const_1),
		.const2(const_2),
		.display_out(display_out2),
		.clr_out()
	);
	clk_div_50m_to_500hz clk_div_500hz_inst (
		.clk(click),
		.reset(reset),
		.out_500hz(clk_500hz)
	);
	sev_seg_dec decoder_1 (
		.enc_input(display_out1),
		.dec_output(seg1_out)
	);
	sev_seg_dec decoder_2 (
		.enc_input(display_out2),
		.dec_output(seg2_out)
	);
	assign display_mux_out = (clk_500hz) ? seg1_out : seg2_out;
	assign {dp_out, g_out, f_out, e_out, d_out, c_out, b_out, a_out} = display_mux_out;
	assign select_dp1 = clk_500hz;
	assign select_dp2 = ~clk_500hz;
endmodule
[design/flow/run.sh]
#!/bin/bash
# OpenROAD 26Q1-2900-gdf79404cd8, Yosys 0.63+post, stock flow scripts
make -C /OpenROAD-flow-scripts/flow DESIGN_CONFIG=/design/flow/config.mk WORK_HOME=/design/flow/orfs finish
==> node_exporter_impl.prom <==
# HELP chip_impl_metric Yosys and OpenROAD flow results
# TYPE chip_impl_metric gauge
chip_impl_metric{name="part_of_the_power_in_combinational_logic",unit="%"} 1.9
chip_impl_metric{name="unclocked_pins",unit=""} 14
chip_impl_metric{name="grt_pass1_wl",unit="mm"} 11.0
chip_impl_info{name="clock_tree_from_tritoncts",value="yes"} 1
chip_impl_metric{name="worst_skew_pair.late_latency",unit="ns"} 0.31
chip_impl_info{name="timing.critical_path.cells",value="inv_1 > a31oi_1 > a22oi_1 > clkdlybuf4s50_1"} 1
chip_impl_metric{name="die_h",unit="um"} 97.0
chip_impl_info{name="kind_of_launch_point_of_the_worst_setup_path",value="flop"} 1
chip_impl_metric{name="synth_stat.cells",unit=""} 381
chip_impl_info{name="crit_family",value="buffers and inverters"} 1
chip_impl_metric{name="cp.required",unit="ns"} 2.24
chip_impl_metric{name="finalClockPeriodUsage",unit="%"} 82.5
chip_impl_metric{name="synth_area",unit="um2"} 3610
chip_impl_metric{name="timing.setup.tns",unit="ns"} 0
chip_impl_metric{name="initialDrtViolationCount",unit=""} 159
chip_impl_metric{name="post-route-worst-setup-slack",unit="ns"} 0.491
chip_impl_info{name="critical-path-slowest-cell",value="edfxtp_1"} 1
chip_impl_metric{name="area.growth.synth_to_final",unit="%"} 9.49
chip_impl_info{name="layout_top_cells",value="dfrtp_1, nor2_1, nand2_1"} 1
chip_impl_metric{name="warnings",unit=""} 33
chip_impl_metric{name="p_clk_share",unit="%"} 35.9
chip_impl_metric{name="number_of_filler_instances_in_the_final_layout",unit=""} 832
chip_impl_metric{name="synth.yosys.seq_area_share",unit="%"} 47.4
chip_impl_metric{name="wire_per_inst",unit="um"} 12.2
chip_impl_metric{name="post-dp-hpwl",unit="mm"} 4.52
chip_impl_metric{name="numCtsBuffers",unit=""} 5
chip_impl_info{name="crit_path_start",value="clk_div_500hz_inst.out_500hz"} 1
chip_impl_metric{name="whs",unit="ns"} 0.457
chip_impl_metric{name="grt_usage",unit="%"} 14.4
chip_impl_metric{name="yosysWarningCount",unit=""} 5
chip_impl_metric{name="power_report.internal_total",unit="uW"} 996
chip_impl_info{name="worstSetupEndpoint",value="dp_out"} 1
chip_impl_metric{name="floorplan.initialDensity",unit="%"} 41.4
chip_impl_metric{name="finalWeightedCongestion",unit=""} 0.853
chip_impl_metric{name="cap_viol_max_count",unit=""} 0
chip_impl_metric{name="cts_buffer_depth",unit=""} 2
chip_impl_metric{name="number_of_resized_instances_in_the_post_cts_repair_step",unit=""} 0
chip_impl_metric{name="crit_cells",unit=""} 4
chip_impl_metric{name="vias",unit=""} 2624
chip_impl_info{name="area_leaders",value="dfrtp_1, nor2_1, xor2_1, xnor2_1, ha_1"} 1
chip_impl_metric{name="finalWirelength",unit="mm"} 6.24
chip_impl_metric{name="post_synthesis_area_per_instance",unit="um2"} 9.48
chip_impl_metric{name="power.density_cell_area",unit="nW/um2"} 322
chip_impl_metric{name="slew_viol_final",unit=""} 0
chip_impl_metric{name="design.portCount",unit=""} 12
chip_impl_metric{name="leakagePower",unit="uW"} 0.00163
chip_impl_metric{name="setup_viol",unit=""} 0
chip_impl_metric{name="numPortBuffers",unit=""} 10
chip_impl_metric{name="hold_buf_count_cts",unit=""} 0
chip_impl_metric{name="cp_slowest_stage_delay",unit="ns"} 0.57
chip_impl_info{name="synth-main-ff-cell",value="dfrtp_1"} 1
chip_impl_metric{name="total_power",unit="uW"} 1270
chip_impl_metric{name="design.core.area",unit="um2"} 8720
chip_impl_metric{name="chipArea",unit="um2"} 9410
chip_impl_metric{name="finalCriticalPeriod",unit="ns"} 2.31
chip_impl_metric{name="first_pass_iters",unit=""} 4
chip_impl_metric{name="slack_of_the_worst_reg_to_reg_path",unit="ns"} 0.92
chip_impl_metric{name="cp_max_fo",unit=""} 13
chip_impl_metric{name="timing.critical_path.arrival",unit="ns"} 1.75
chip_impl_info{name="hold_path.class",value="flop to flop"} 1
chip_impl_metric{name="initial_antenna_violation_count",unit=""} 0
chip_impl_info{name="largest_area_cell",value="dfrtp_1"} 1
chip_impl_metric{name="unconstrained_endpoints",unit=""} 8
chip_impl_metric{name="power.sequential.fraction",unit="%"} 62.2
chip_impl_metric{name="yosys_stat_chip_area",unit="um2"} 3610
chip_impl_metric{name="placement.setup.worst_slack",unit="ns"} 0.755
chip_impl_metric{name="max_clock_freq",unit="MHz"} 433
chip_impl_metric{name="final.setup_skew",unit="ns"} 0.00935
chip_impl_metric{name="h-tree-depth",unit=""} 2
chip_impl_metric{name="diodes",unit=""} 0
chip_impl_metric{name="cts.reportedPaths.clkPinSlew",unit="ns"} 0.10
chip_impl_info{name="rsz0062_at_grt",value="no"} 1
chip_impl_metric{name="slew_headroom",unit="%"} 58.5
chip_impl_metric{name="postLayoutCoreUtil",unit="%"} 45.4
chip_impl_metric{name="flip_flops_with_a_built_in_enable",unit=""} 2
chip_impl_metric{name="route.detailed.vias_per_inst",unit=""} 5.15
chip_impl_info{name="worst_setup_path_end_kind",value="primary output"} 1
chip_impl_metric{name="power.ir.vdd_worst",unit="mV"} 0.180
chip_impl_info{name="r2r-end",value="clk_div_1hz_inst.out_1hz"} 1
chip_impl_metric{name="synth_flop_count",unit=""} 68
chip_impl_metric{name="synth_cell_types",unit=""} 49
chip_impl_metric{name="first_global_vias",unit=""} 2392
chip_impl_metric{name="worst-slew-pin-transition",unit="ns"} 0.623
chip_impl_metric{name="post_synth_inst_count",unit=""} 381
chip_impl_metric{name="synth_async_sr_flop_share",unit="%"} 97.1
chip_impl_metric{name="cts_post_setup_buffers_inserted",unit=""} 0
chip_impl_info{name="lay_top_count",value="dfrtp_1"} 1
chip_impl_metric{name="largest_net_degree_at_the_start_of_global_routing",unit=""} 52
chip_impl_metric{name="proportion_of_layout_cells_with_a_drive_suffix_above_1",unit="%"} 4.98
chip_impl_metric{name="overflow",unit=""} 0
chip_impl_info{name="worst_r2r_startpoint",value="clk_div_1hz_inst.cnt[20]"} 1
chip_impl_metric{name="sw_frac_of_total",unit="%"} 21.7
chip_impl_metric{name="die_w",unit="um"} 97.0
chip_impl_metric{name="r2r.worst_path.cells",unit=""} 4
chip_impl_info{name="cts_root_buffer",value="clkbuf_8"} 1
chip_impl_metric{name="number_of_endpoints_with_negative_hold_slack_in_the_final_report",unit=""} 0
chip_impl_metric{name="route.detailed.drc",unit=""} 0
chip_impl_metric{name="detail-route-antenna-nets",unit=""} 0
chip_impl_metric{name="cp_num_buf_inv",unit=""} 2
chip_impl_info{name="path_class",value="flop to primary output"} 1
chip_impl_metric{name="power_switching",unit="uW"} 277
chip_impl_metric{name="synthDominantCellAreaShare",unit="%"} 45.7
chip_impl_metric{name="row_count",unit=""} 34
chip_impl_info{name="run_status",value="finished clean"} 1
power groups by stage:
stage	registers [uW]	clock network (uW)	logic, uW
CTS	792	476	26.1
global route	792	503	30.7
finish	791	458	24.3
cell families after synthesis:
kind of cell / share of synthesized area [%]
compound gates: 8.11
buf+inv: 3.95
mux: 0.866
simple gates: 25.0
xor+xnor: 10.4
fa+ha+maj: 4.16
other cells: 0.104
flops: 47.4
synthesized netlist by cell type, types with 2 or more instances:
library cell,instances
dfrtp_1,66
nor2_1,63
nand2_1,25
xor2_1,24
nand3_1,20
xnor2_1,19
inv_1,17
nor3_1,13
ha_1,12
nand4_1,10
and3_1,9
a21oi_1,8
nor4_1,8
o21ai_1,8
clkbuf_1,7
and4_1,6
buf_2,6
o21ai_0,6
and2_1,4
a221oi_1,3
a31oi_1,3
nand2b_1,3
nor4_2,3
o221ai_1,3
a211oi_1,2
a22o_1,2
a22oi_1,2
a32oi_1,2
buf_4,2
edfxtp_1,2
inv_2,2
mux2i_1,2
nor2b_1,2
o21a_1,2
metal layers:
layer  vias to the layer above  routed length [um]  GRT usage, %  share of wire (%)
met5                         -                   0             0                  0
met4                         0                 119          2.18                1.9
met3                        10                 155          1.84                2.5
met2                        33                2810          22.4                 45
met1                      1246                3150          23.1                 51
li1                       1335                   -             -                  -
through the flow:
stage                     instance area [um2]  instances
after floorplan                          3670        396
after global placement                   3850        502
after detailed placement                 3850        502
after CTS                                3960        510
after global routing                     3960        510
final                                    3960        510
worst reg2reg max path, cell delays in order, from the launching register on:
cell and delay, ns:
dfrtp_1 0.42, nand4_1 0.29, or2_1 0.32, nor3b_1 0.35
and3_1 0.22
flip-flops by register name, summed over array words and instances, names as in the netlist:
signal and flops:
clk_div_1hz_inst.cnt 26, clk_div_500hz_inst.cnt 26, counter1.cnt 7, counter2.cnt 7
clk_div_1hz_inst.out_1hz 1, clk_div_500hz_inst.out_500hz 1
final cells by class:
| type | count | area, um2 | share of cell area, % |
|---|---|---|---|
| timing repair buffer | 13 | 123 | 3.10 |
| multi-input combinational | 294 | 1810 | 45.9 |
| clock inverter | 2 | 17.5 | 0.443 |
| clock buffer | 6 | 82.6 | 2.09 |
| tap | 108 | 135 | 3.42 |
| inverter | 19 | 71.3 | 1.80 |
| sequential | 68 | 1710 | 43.3 |
worst min path at each step:
stage / from / to / slack (ns) / depth (start not counted)
4_1_cts: clk_div_1hz_inst.cnt[25] / clk_div_1hz_inst.cnt[24] / 0.46 / 1
5_1_grt: clk_div_1hz_inst.cnt[25] / clk_div_1hz_inst.cnt[24] / 0.48 / 1
6_report: clk_div_1hz_inst.cnt[25] / clk_div_1hz_inst.cnt[24] / 0.46 / 1
No activity file was given, so power comes from the tool's default toggle rates.
