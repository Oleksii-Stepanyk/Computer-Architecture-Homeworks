File: /design/flow/constraint.sdc
current_design alu

set clk_period 16.0
set clk_io_pct 0.2

create_clock -name clk0 -period $clk_period

set non_clock_inputs [all_inputs -no_clocks]
set_input_delay [expr $clk_period * $clk_io_pct] -clock clk0 $non_clock_inputs
set_output_delay [expr $clk_period * $clk_io_pct] -clock clk0 [all_outputs]
File: /design/flow/design.v
module alu (
	input logic [31:0] a,
	input logic [31:0] b,
	input logic [2:0] ALUControl,
	output logic [31:0] result,
	output logic [3:0] flags
);
	logic negative;
	logic zero;
	logic carry;
	logic overflow;
	logic [31:0] bMux;
	logic cout;
	logic cin;
	logic [32:0] tempSum;
	logic [31:0] sum_diff;
	logic a_sum_Xor;
	logic a_b_cin_Xnor;
	logic arithmetic;
	logic sltOverflow;
	logic slt;
	logic [31:0] sltResult;
	assign cin = ALUControl[0];
	assign bMux = (cin) ? ~b : b;
	assign tempSum = {1'b0, a} + {1'b0, bMux} + cin;
	assign cout = tempSum[32];
	assign sum_diff = tempSum[31:0];
	assign arithmetic = ~(ALUControl[1] | ALUControl[2]);
	assign a_sum_Xor = a[31] ^ sum_diff[31];
	assign a_b_cin_Xnor = ~(a[31] ^ b[31] ^ cin);
	assign sltOverflow = a_b_cin_Xnor & a_sum_Xor;
	assign overflow = sltOverflow & arithmetic;  
	assign slt = sltOverflow ^ sum_diff[31];
	assign sltResult = {31'd0, slt };
	assign carry = arithmetic & cout;  
	always_comb begin
		case (ALUControl)
			3'b000: result = sum_diff;
			3'b001: result = sum_diff;
			3'b010: result = a & b;
			3'b011: result = a | b;
			3'b101: result = sltResult;
			default: result = 32'b0;
		endcase
	end
	assign negative = result[31];  
	assign zero = ~|result;  
	assign flags = { negative, zero, carry, overflow };
endmodule
File: /design/flow/run.sh
#!/bin/bash
# OpenROAD 26Q1-2900-gdf79404cd8, Yosys 0.63+post, stock flow scripts
make -C /OpenROAD-flow-scripts/flow DESIGN_CONFIG=/design/flow/config.mk WORK_HOME=/design/flow/orfs finish
File: /design/flow/config.mk
export PLATFORM = sky130hd
export DESIGN_NAME = alu
export DESIGN_NICKNAME = alu
export VERILOG_FILES = /design/flow/design.v
export SDC_FILE = /design/flow/constraint.sdc
export NUM_CORES = 4
export LEC_CHECK = 1
export CORE_UTILIZATION = 30
==> metrics.cfg <==
[run_status]
outcome = finished, final reports clean

[hold_path]
hold_path.startpoint = ALUControl[0]
min_path_type = in -> out

[route]
routedWlPerCell_um = 15.2
via_count = 3488
diodes = 0
vias_per_cell = 5.34
firstDrtPassIters = 4
finalWirelength_mm = 9.93
drcViolationCount = 0
ant_nets = 0
drtIter0Drc = 120

[floorplanning]
fp.dieH_um = 102
chipArea_um2 = 10400
core_area_um2 = 9730
num_rows = 36
die_x_um = 102
pin_count = 103
fp-utilization_pct = 30.7

[power_and_ir_drop]
fin_total_pwr_uw = 197
p_leak_nw = 1.59
pwr_density_cell_nw_per_um2 = 48.2
ir_drop_mv = 0.0198

[sta]
hold_viol = 0
worst_pin_slew_ns = 0.668
slew_headroom_pct = 55.5
drv_slew = 0
fmax_mhz = 89.9
fin_setup_tns_ns = 0
min_period_ns = 11.12
min_period_over_period_pct = 69.5
rsz0062_at_grt = false
hold_slack_ns = 7.36
finalSetupViolations = 0

[setup_path]
crit_start = ALUControl[0]
start_kind = input pin
crit_path_max_fanout = 41
crit_chain = buf_2 -> buf_4 -> mux2i_2 -> inv_1 -> fa_1 -> a211oi_4 -> nor2_1 -> xnor2_1 -> a21oi_1 -> or4b_1 -> or4_1 -> nor4_2 -> nand4b_1 -> nor4_1 -> nor4bb_1 -> clkdlybuf4s50_1
cp.required_ns = 12.80
crit_family = simple AND/OR/NAND/NOR gates
slowest_delay_ns = 0.55
arrival_ns = 7.92
criticalPathCategory = in -> out
slowest_stage = or4b_1
path_buffers = 4
crit_path_end_kind = primary output

[synth]
syn_inst = 435
postSynthAreaPerCell_um2 = 6.87
yosysChipArea_um2 = 2990
synthTopCellsByArea = ha_1, xor2_1, a21oi_1
yosysSeqAreaShare_pct = 0
synthDistinctLibCells = 65
syn_area_um2 = 2990
yosysTopAreaCell = ha_1
ys_cells = 435
yosysTopAreaCellShare_pct = 14.2
ys.warnings.count = 1

[global_routing]
grt_pass1_wl_mm = 15.9
grt_remaining_overflow = 0
grt_max_degree = 42
track_usage_pct = 19.2
grt_pass1_vias = 3260
antenna_found_initial = 0

[cells_and_area]
drive_gt1_share_pct = 3.85
layout.cells.most_common = clkdlybuf4s50_1
regArea_um2 = 0
lay_top_cells = clkdlybuf4s50_1, a21oi_1, nand2_1
design.seq.count = 0
n_clock_buffer = 0
fill_cells = 1031
area_growth_pct = 36.5

[place]
io_buffers = 103
gp_congestion = 0.892
dp_hpwl_mm = 8.17

[clocking]
hold_buffers = 0
cts_resized = 0
cts_setup_buffers = 0

[flow_run]
maxCapViolCount = 0
warning_count = 34

==> final cells by class <==
type / instances / area (um2) / area share, %
timing repair buffer: 107 / 1060 / 25.9
tap: 133 / 166 / 4.08
multi-input combinational: 401 / 2810 / 68.9
inverter: 12 / 45.0 / 1.10
==> cell families (layout without fill, tap and decap cells) <==
group,count (synthesis),after routing,synth area share (%)
buffers and inverters,34,119,5.86
AND-OR/OR-AND,170,170,36.3
XOR/XNOR,58,58,17.0
multiplexers,2,2,0.795
AND/OR/NAND/NOR,121,121,20.2
adder cells (fa/ha/maj),50,50,19.9
==> per-stage QoR <==
| stage | utilization (%) | area, um2 | setup slack [ns] | std cells |
|---|---|---|---|---|
| after CTS | 41.9 | 4080 | 4.87 | 653 |
| after global placement | 41.9 | 4080 | 4.87 | 653 |
| after floorplan | - | 2990 | 5.08 | 435 |
| final | 41.9 | 4080 | 4.88 | 653 |
| after detailed placement | 41.9 | 4080 | 4.89 | 653 |
| after global routing | 41.9 | 4080 | 4.54 | 653 |
==> where the power goes <==
group	leakage, nW	switching (mW)	internal [mW]
Clock	0	0	0
Combinational	1.59	0.101	0.0963
Sequential	0	0	0
Total	1.59	0.101	0.0963
==> cell usage after synthesis, drive strengths merged (5+ instances only) <==
| cell | number |
|---|---|
| buf | 16 |
| nand4 | 7 |
| o22ai | 12 |
| xnor2 | 15 |
| nand2 | 46 |
| ha | 34 |
| maj3 | 15 |
| o211ai | 5 |
| inv | 12 |
| and2 | 5 |
| a21oi | 53 |
| o21ai | 47 |
| xor2 | 43 |
| nor3 | 6 |
| nand3 | 10 |
| a21o | 10 |
| a31oi | 7 |
| nor2 | 25 |
| clkbuf | 6 |
==> final timing paths <==
path               endpoint  slack, ns  cells after the start
hold / removal    result[1]       7.36                      4
setup / recovery   flags[2]       4.88                     16
==> metal layers <==
layer / share of wire, % / global-route usage [%] / vias up / wire length [um]
met5: 0 / 0 / - / 0
met4: 0.18 / 0.440 / 0 / 18
met3: 5.9 / 0.904 / 2 / 587
met2: 45 / 33.0 / 106 / 4500
met1: 49 / 28.3 / 1577 / 4830
li1: - / - / 1803 / -
Power is estimated from default activity; no workload was simulated.
